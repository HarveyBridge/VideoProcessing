$ cat design.v
`timescale 1ns / 1ps
module VGTA(Start,Tosc,clr,FPGA_clk,Dout,DebugLED);
	input Start;
	input Tosc;
	input clr;
	input FPGA_clk;
	output [15:0] Dout;
	output [15:0] DebugLED;
	parameter M = 16'd7000;
	reg [15:0] Tosc_Cnt = 16'd0;
	reg [15:0] Cnt;
	reg [31:0] SwitchCnt = 32'd0;
	reg Td ;
	wire Tp ;
	wire Counter_clk;
	assign Counter_clk = Tp & FPGA_clk;
	assign Tp = Start^Td;
	assign Dout = Cnt;
	assign DebugLED[15:3] = Cnt[15:3];
	assign DebugLED[2] = Counter_clk;
	assign DebugLED[1] = Td;
	assign DebugLED[0] = Tp;
always@(posedge Tosc or negedge clr)
begin
	if(~clr) begin
		Tosc_Cnt <= 16'd0;
		Td <= 1'd0;
	end
	else begin		
		if(Tosc_Cnt<M) begin
			Tosc_Cnt <= Tosc_Cnt + 1'd1;
			Td <= 1'd0;
		end
		else if(Tosc_Cnt>=M) begin
			Tosc_Cnt <= Tosc_Cnt; 
			Td <= 1'd1;		
		end
	end
end
always@(posedge Counter_clk or negedge clr)
begin
	if(~clr)	
		Cnt <= 16'd0;		
	else begin
		if(Cnt[3:0] == 4'd9) begin
			Cnt[3:0] <= 4'd0 ;
			if(Cnt[7:4] == 4'd9) begin
				Cnt[7:4] <= 4'd0 ;
				if(Cnt[11:8] == 4'd9) begin
					Cnt[11:8] <= 4'd0 ;
					if(Cnt[15:12] == 4'd9) 
						Cnt[15:12] <= 4'd0 ;
					else
						Cnt[15:12] <= Cnt[15:12] + 1'd1;
				end
				else
					Cnt[11:8] <= Cnt[11:8] + 1'd1;
			end
			else
				Cnt[7:4] <= Cnt[7:4] + 1'd1;
		end
		else 
			Cnt[3:0] <= Cnt[3:0] + 1'd1;
	end
end
endmodule
$ cat run.sh
#!/bin/bash
# OpenROAD 26Q1-2900-gdf79404cd8, Yosys 0.63+post, stock flow scripts
make -C /OpenROAD-flow-scripts/flow DESIGN_CONFIG=/design/flow/config.mk WORK_HOME=/design/flow/orfs finish
$ cat config.mk
export PLATFORM = sky130hd
export DESIGN_NAME = VGTA
export DESIGN_NICKNAME = VGTA
export VERILOG_FILES = /design/flow/design.v
export SDC_FILE = /design/flow/constraint.sdc
export NUM_CORES = 4
export LEC_CHECK = 1
export CORE_AREA = 10 10 111 111
export DIE_AREA = 0 0 121 121
$ cat constraint.sdc
current_design VGTA

set clk_period 3.1
set clk_io_pct 0.2

create_clock -name clk0 -period $clk_period [get_ports {Tosc}]

set non_clock_inputs [all_inputs -no_clocks]
set_input_delay [expr $clk_period * $clk_io_pct] -clock clk0 $non_clock_inputs
set_output_delay [expr $clk_period * $clk_io_pct] -clock clk0 [all_outputs]
==> results.py <==
# Metrics from the implementation run
metrics = {
    "grt": {
        "met2_usage_pct": 6.020,
        "grt_pass1_wl_um": 5119,
        "antenna_found_initial": 0,
        "grt_max_degree": 19,
        "top_usage_layer": "met2",
        "grt_overflow": 0,
        "use_met3_pct": 1.323,
        "grtUsageTotal_pct": 4.132,
        "grt_pass1_vias": 1033,
        "met1_usage_pct": 5.948,
    },
    "floorplan": {
        "rows": 36,
        "die_h_um": 121,
        "pin_count": 36,
        "die_w_um": 121,
        "fp_util_pct": 17.24,
        "die-area_um2": 14640,
        "core_area_um2": 9864,
    },
    "final_timing": {
        "hold_viol": 0,
        "finalCritPeriodShare_pct": 84.21,
        "tns_ns": 0,
        "clock_skew_ns": 0.002110,
        "min_period_ns": 2.611,
        "tightest_slew_ns": 0.7804,
        "drv_slew": 0,
        "maxSlewHeadroom_pct": 47.81,
        "untimed_endpoints": 45,
        "unclocked_regs": 16,
        "rsz0062_at_grt": "false",
        "max_freq_ghz": 0.3831,
        "final-setup-viol-count": 0,
    },
    "placed_design": {
        "dp.cells": 309,
        "dp_hpwl_um": 2573,
        "place_congestion": 0.7767,
        "port_buffers": 35,
    },
    "worst_setup_path": {
        "path_max_fanout": 3,
        "r2r_slack_ns": 1.55,
        "cp_data_required_time_ns": 2.48,
        "cp-start-kind": "input port",
        "path_class": "input port to output port",
        "critPathArrivalTime_ns": 1.99,
        "critPathCaptureType": "output port",
    },
    "final_layout": {
        "syn_to_final_growth_pct": 26.27,
        "stdcell_count": 313,
        "drive_gt1_share_pct": 11.67,
        "fill_cells": 1041,
    },
    "pwr": {
        "ir_drop_mv": 0.1205,
        "power_density_nw_per_um2": 191.6,
        "p_leak_uw": 0.0009358,
    },
    "clocking": {
        "clockBufferDepth": 2,
        "cts_tree": "built",
        "clkTransAtPathRegs_ns": 0.06,
        "root_buffer": "clkbuf_8",
        "h-tree-depth": 1,
        "cts_buffers": 3,
        "ctsHoldBuffers": 0,
        "ctsResizeCount": 0,
        "insertion_delay_ns": 0.25,
        "post-cts-setup-buffers": 0,
    },
    "synthesis": {
        "ys_seq_elements": 33,
        "netlist-cell-type-count": 39,
        "top_cell": "dfrtp_1",
        "ys_seq_share_pct": 48.57,
        "top_cells_by_count": "dfrtp_1, buf_4, xor2_1, nand2_1, inv_1",
        "avgSynthCellArea_um2": 10.76,
        "synthCells": 158,
        "largest_area_cell": "dfrtp_1",
        "top_cells_by_area": "dfrtp_1, xor2_1, buf_4",
        "ys.flop_type": "dfrtp_1",
        "synth-async-reset-ratio_pct": 100.0,
        "ys_warn_count": 1,
        "edf_count": 0,
        "synth_top_area_share_pct": 48.57,
        "yosysChipArea_um2": 1700,
        "syn_area_um2": 1700,
        "synth_stat.cells": 158,
    },
    "drt": {
        "drt_iter0_markers": 63,
        "postRouteAntennaNets": 0,
        "wl_um": 3245,
        "n_antenna_cell": 0,
        "drt-vias-per-instance": 3.642,
        "drcViolationCount": 0,
        "vias": 1140,
        "wl_per_cell_um": 10.37,
        "drtPass1Iterations": 4,
    },
    "outcome": {
        "status": "finished, final reports clean",
    },
    "job": {
        "warning_count": 27,
        "cap_violations": 0,
    },
    "worst_hold_path": {
        "hp-class": "flop to flop",
    },
}
cells in the final DEF, fill, tap and decap left out, drive strengths merged:
cell           instances
a2111oi                1
a211oi                 1
a21o                   2
a21oi                  2
a22o                   3
a31o                   1
and2                   2
and4                   2
and4bb                 1
buf                    2
clkbuf                 3
clkdlybuf4s50         35
clkinv                 1
dfrtp                 33
ha                     2
inv                    9
mux2                   3
mux2i                  2
nand2                 14
nand2b                 2
nand3                  7
nand4                  3
nand4b                 1
nor2                   6
nor2b                  2
nor3                   8
nor3b                  2
nor4                   3
nor4b                  1
nor4bb                 2
o21ai                  4
o31a                   1
xnor2                  4
xor2                  15
through the flow:
step                      power, uW  hold WS [ns]  setup WS, ns  area, um2  utilization (%)
after CTS                     418.8        0.3828        0.4673       2147            21.77
after global routing          431.7        0.3921        0.4406       2147            21.77
after detailed placement      257.5        0.3672        0.4582       2101            21.30
final                         411.4        0.3771        0.4894       2147            21.77
after global placement        257.1        0.3663        0.4722       2101            21.30
after floorplan               240.3        0.3244         1.226       1700                -
flip-flops by register name, indices dropped and copies added, names as in the netlist:
register	flops
Td	1
Cnt	16
Tosc_Cnt	16
cell type report:
class / instances / area [um2] / share of cell area [%]
sequential: 33 / 825.8 / 38.46
timing repair buffer: 37 / 365.4 / 17.02
multi-input combinational: 97 / 709.4 / 33.04
inverter: 9 / 33.78 / 1.573
clock inverter: 1 / 5.005 / 0.2331
clock buffer: 3 / 41.29 / 1.923
tap: 133 / 166.4 / 7.751
path summary, 6_finish.rpt:
path | start | cells after the start | to
min reg2reg | Tosc_Cnt[14]$_DFFE_PN0N_ | 0 | Tosc_Cnt[14]$_DFFE_PN0N_
max reg2reg | Tosc_Cnt[11]$_DFFE_PN0N_ | 4 | Tosc_Cnt[1]$_DFFE_PN0N_
min in group asynchronous | clr | 1 | Tosc_Cnt[12]$_DFFE_PN0N_
max in group asynchronous | clr | 1 | Tosc_Cnt[7]$_DFFE_PN0N_
min | Tosc_Cnt[14]$_DFFE_PN0N_ | 0 | Tosc_Cnt[14]$_DFFE_PN0N_
max | Start | 4 | DebugLED[2]
report_power, final:
part | switching (uW) | total (uW) | leakage, uW | internal, uW
Combinational | 12.2 | 19.8 | 0.000469 | 7.60
Sequential | 0 | 232 | 0.000441 | 232
Clock | 70.6 | 159 | 0.0000255 | 88.9
Total | 82.8 | 411 | 0.000936 | 329
metal layers:
| layer | share of wire [%] | vias to the layer above | wire (um) |
|---|---|---|---|
| met5 | 0 | - | 0 |
| li1 | - | 567 | - |
| met2 | 40 | 28 | 1297 |
| met3 | 9.9 | 2 | 322 |
| met1 | 49 | 543 | 1585 |
| met4 | 1.2 | 0 | 40 |
cell families after synthesis:
family / after synthesis / share of synthesized area (%)
adder cells (fa/ha/maj): 2 / 1.471
AND-OR/OR-AND: 15 / 6.549
multiplexers: 5 / 3.385
flip-flops: 33 / 48.57
XOR/XNOR: 19 / 9.787
AND/OR/NAND/NOR: 56 / 20.53
buffers and inverters: 28 / 9.713
worst max-delay path, stage by stage:
cell	delay [ns]
clkdlybuf4s50_1	0.47
xor2_1	0.16
and2_1	0.23
clkdlybuf4s50_1	0.50
Power figures rest on the tool's default switching activity, not on a simulated workload.
