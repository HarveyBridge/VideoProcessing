**constraint.sdc**
```tcl
current_design Scan_7Segment

set clk_period 3.1
set clk_io_pct 0.2

create_clock -name clk0 -period $clk_period [get_ports {clk}]

set non_clock_inputs [all_inputs -no_clocks]
set_input_delay [expr $clk_period * $clk_io_pct] -clock clk0 $non_clock_inputs
set_output_delay [expr $clk_period * $clk_io_pct] -clock clk0 [all_outputs]
```
**design.v**
```verilog
`timescale 1ns / 1ps
module Scan_7Segment(clk, rst, DataIn_A, DataIn_B, DataIn_C, DataIn_D, ScanEn, DataOut);
    input clk;
    input rst;
    input [3:0] DataIn_A;
	 input [3:0] DataIn_B;
	 input [3:0] DataIn_C;
	 input [3:0] DataIn_D;
    output reg [3:0] ScanEn;
    output reg [7:0] DataOut;
reg [3:0]decoderIn;
reg [32:0] div_cnt;
reg [1:0]scan_state;
always@(posedge clk or negedge rst)
begin
	if(~rst)
		div_cnt <= 0;
	else
		div_cnt <= div_cnt + 1'b1;
end
always@(posedge div_cnt[16] or negedge rst)
begin
	if(~rst)
		scan_state <= 2'b00;
	else
		scan_state <= scan_state + 1'b1;
end
always@(posedge div_cnt[16] or negedge rst)
begin
	if(~rst)
		ScanEn <= 4'b1110;
	else
	begin
		case(scan_state)
			2'b00 : ScanEn <= 4'b1101;
			2'b01 : ScanEn <= 4'b1011;
			2'b10 : ScanEn <= 4'b0111;
			2'b11 : ScanEn <= 4'b1110;
		endcase
	end	
end 
always@(*)
begin
	case(decoderIn)
	4'b0000	: 	DataOut <= ~(8'h3F);
	4'b0001	: 	DataOut <= ~(8'h06);
	4'b0010	:	DataOut <= ~(8'h5B);
	4'b0011	:	DataOut <= ~(8'h4F);
	4'b0100	:	DataOut <= ~(8'h66);
	4'b0101	:	DataOut <= ~(8'h6D);
	4'b0110	:	DataOut <= ~(8'h7D);
	4'b0111	:	DataOut <= ~(8'h27);
	4'b1000	:	DataOut <= ~(8'h7F);
	4'b1001	:	DataOut <= ~(8'h6F);
	4'b1010	:	DataOut <= ~(8'h77);
	4'b1011	:	DataOut <= ~(8'h7C);
	4'b1100	:	DataOut <= ~(8'h58);
	4'b1101	:	DataOut <= ~(8'h5E);
	4'b1110	:	DataOut <= ~(8'h79);
	4'b1111	:	DataOut <= ~(8'h71);
	endcase
end
always@(*)
begin
	case(scan_state)
	2'b00	: 	decoderIn <= DataIn_A;
	2'b01	: 	decoderIn <= DataIn_B;
	2'b10	: 	decoderIn <= DataIn_C;
	2'b11	: 	decoderIn <= DataIn_D;
	endcase
end
endmodule
```
**config.mk**
```make
export PLATFORM = sky130hd
export DESIGN_NAME = Scan_7Segment
export DESIGN_NICKNAME = Scan_7Segment
export VERILOG_FILES = /design/flow/design.v
export SDC_FILE = /design/flow/constraint.sdc
export NUM_CORES = 4
export LEC_CHECK = 1
export CORE_AREA = 10 10 90 90
export DIE_AREA = 0 0 100 100
```
**run.sh**
```bash
#!/bin/bash
# OpenROAD 26Q1-2900-gdf79404cd8, Yosys 0.63+post, stock flow scripts
make -C /OpenROAD-flow-scripts/flow DESIGN_CONFIG=/design/flow/config.mk WORK_HOME=/design/flow/orfs finish
```
==> results.cfg <==
; flow metrics
[cts]
clock.latency.late_pin_ps = 250
cts_tree = yes
clock_tree.buffer_depth = 2
cts_made_buffers = 3
cts-root-buf = clkbuf_8
h-tree-depth = 1
path_clk_slew_ps = 60

[power]
ir_drop_mv = 0.3939
power_density_nw_per_um2 = 251.4
total_power_mw = 0.4662
p_leak_nw = 0.8518

[final_timing]
untimed_endpoints = 10
fin_ws_ps = 159.4
skew_ps = 1.027
relSlewSlack_pct = 47.45
worst_slew_pin_slew_ps = 785.8
finalMaxSlewViolations = 0
fmax_mhz = 340.1
post-route-period-util_pct = 94.86
hold_violations = 0
finalSetupViolations = 0
unclocked_regs = 6
hold_slack_ps = 468.2
setup_tns_ps = 0
period_minus_slack_ps = 2941

[cells_and_area]
fin_util_pct = 29.54
final_cells = 248
syn2layout_area_growth_pct = 39.16
stdcell_area_sq_um = 1854
drive_gt1_share_pct = 21.05

[global_route]
grt_pass1_wl_mm = 5.133
grt_antenna_before_repair = 0
grt_max_degree = 20
overflow = 0
first_global_vias = 1082
grt_usage_pct = 5.936

[die]
coreArea_sq_um = 6277
dieArea_sq_um = 10000
core.rowCount = 29
io_pins = 30
fp.dieH_um = 100
fp_util_pct = 21.23
die_w_um = 100

[setup_path]
rr_worst_depth = 5
arrival_ps = 2320
crit_family = buffers and inverters
critPathMaxFanout = 2
max_stage_delay_ps = 400
crit_slowest_cell = clkdlybuf4s50_1
crit_chain = clkdlybuf4s50_1, a22oi_1, o2bb2ai_1, inv_1, buf_4, ha_1, inv_1, a21oi_1, a22oi_1, dlygate4sd2_1
critPathLaunch = DataIn_D[1]
startpoint_type = input pin
worstSetupPathType = input pin to output port
worstSetupEndpointType = output port
critPathBufInv = 5
ff2ff_setup_slack_ps = 1520
cp.required_ps = 2480
rr_endpoint = div_cnt[14]
r2r-start = div_cnt[0]

[yosys]
ys_types = 35
ys_seq_elements = 23
syn_avg_cell_area_sq_um = 10.41
yosys_area_sq_um = 1333
yosys.stat.seqShare_pct = 43.47
yosysTopAreaCell = dfrtp_1
synth-warning-count = 1
yosys_cells = 128
yosysMostFrequentCell = dfrtp_1
synth_area_sq_um = 1333
top_cells_by_area = dfrtp_1 38%, ha_1 11%, xnor2_1 7.2%
async_flop_share_pct = 100.0
yosys_most_used_dff = dfrtp_1
top_area_share_pct = 37.56
yosys-top-cells-count = 20 x dfrtp_1, 13 x inv_1, 12 x ha_1, 12 x nand2_1, 11 x xnor2_1
edf_count = 0
synthCells = 128

[detailed_routing]
drt-initial-drc-count = 8
ant_nets = 0
drc_errors = 0
wire_per_inst_um = 11.77
wirelength_mm = 2.918
vias = 1035
diodes = 0
via_per_inst = 4.173
drt-pass1-iter-count = 4

[placement]
place_area_sq_um = 1764
gp_congestion = 0.7915
port_buffers = 28
dp.cells = 240
place_hpwl_mm = 2.287
pre_cts_slack_ps = -184.7

[flow_run]
cap_viol_max_count = 0
warnings = 35

[min_path]
holdPathStages = 1
min_from = div_cnt[14]
hold-path-endpoint = div_cnt[14]
worstHoldPathType = flip-flop to flip-flop

[status]
status = finished, final reports clean
==> area by class of cell <==
cell class | count | area (sq um)
sequential | 23 | 579.3
timing repair buffer | 41 | 361.6
multi-input combinational | 90 | 723.2
inverter | 13 | 48.80
clock buffer | 4 | 45.04
tap | 77 | 96.34
fill | 643 | 4423
==> what timing repair did <==
| item | in CTS | in global routing |
|---|---|---|
| setup buffers | 2 | 2 |
| gates resized | 8 | 17 |
| hold buffers | 0 | 0 |
| endpoints found under the setup margin | 7 | 6 |
| pin swaps | 5 | 6 |
==> worst max-delay path by stage <==
stage,endpoint,cells after the start
CTS,DataOut[1],8
finish,DataOut[4],10
global route,DataOut[4],10
==> cell usage in the layout, fill, tap and decap left out, types with 2 or more instances in the layout <==
| cell | instances |
|---|---|
| nor2_1 | 5 |
| xor2_1 | 4 |
| a22oi_1 | 4 |
| nand4_1 | 3 |
| ha_1 | 10 |
| buf_4 | 13 |
| o21ai_1 | 2 |
| nand2_1 | 12 |
| dfrtp_1 | 20 |
| inv_1 | 12 |
| a21oi_1 | 5 |
| nor3_1 | 3 |
| xnor2_1 | 11 |
| nor2b_1 | 2 |
| nand3_1 | 4 |
| dfstp_2 | 3 |
| mux2i_1 | 2 |
| dlymetal6s2s_1 | 2 |
| clkdlybuf4s50_1 | 21 |
| clkbuf_2 | 3 |
| clkbuf_8 | 3 |
| nand3_2 | 2 |
| o2bb2ai_1 | 2 |
==> report_power, final <==
group | internal (mW) | switching [mW] | leakage (nW) | total (mW)
registers | 0.222 | 0 | 0.301 | 0.222
logic | 0.0483 | 0.0335 | 0.528 | 0.0819
clock network | 0.0911 | 0.0711 | 0.0228 | 0.162
total | 0.362 | 0.105 | 0.852 | 0.466
==> flip-flops by register name, summed over array words and instances, names as in the netlist <==
name        flops
div_cnt        17
scan_state      2
ScanEn          4
==> per-layer routing <==
| metal | track usage [%] | wire length, um | vias up |
|---|---|---|---|
| li1 | - | - | 523 |
| met1 | 9.012 | 1574 | 472 |
| met2 | 8.761 | 1087 | 38 |
| met3 | 1.457 | 243 | 2 |
| met4 | 0.3261 | 14 | 0 |
| met5 | 0 | 0 | - |
==> kinds of logic (layout without fill, tap and decap cells) <==
group,Yosys count,in the layout,synth area share (%)
adder cells (fa/ha/maj),12,12,11.27
multiplexers,2,2,1.502
AND/OR/NAND/NOR,36,36,16.06
other,1,1,0.2814
AND-OR/OR-AND,24,24,12.96
XOR/XNOR,15,15,9.859
buffers and inverters,15,58,4.601
flip-flops,23,23,43.47
Power is estimated from default activity; no workload was simulated.
